$ cat /design/flow/config.mk
export PLATFORM = sky130hd
export DESIGN_NAME = eqcmp
export DESIGN_NICKNAME = eqcmp
export VERILOG_FILES = /design/flow/design.v
export SDC_FILE = /design/flow/constraint.sdc
export NUM_CORES = 4
export LEC_CHECK = 1
export CORE_AREA = 10 10 71 71
export DIE_AREA = 0 0 81 81
$ cat /design/flow/constraint.sdc
current_design eqcmp

set clk_period 2.4
set clk_io_pct 0.2

create_clock -name clk0 -period $clk_period

set non_clock_inputs [all_inputs -no_clocks]
set_input_delay [expr $clk_period * $clk_io_pct] -clock clk0 $non_clock_inputs
set_output_delay [expr $clk_period * $clk_io_pct] -clock clk0 [all_outputs]
$ cat /design/flow/design.v
`timescale 1 ns / 1 ps
module adder(input  [31:0] a, b,
             output [31:0] y);
  assign #1 y = a + b;
endmodule
module adderc #(parameter WIDTH = 32)
             (input  [WIDTH-1:0] a, b,
              input              cin,
              output [WIDTH-1:0] y,
              output             cout);
  assign #1 {cout, y} = a + b + cin;
endmodule
module eqcmp #(parameter WIDTH = 32)
             (input [WIDTH-1:0] a, b,
              output            eq);
  assign #1 eq = (a == b);
endmodule
module eqzerocmp #(parameter WIDTH = 32)
                 (input [WIDTH-1:0]  a,
                  output        eq);
  assign #1 eq = (a == 0);
endmodule
module neqzerocmp #(parameter WIDTH = 32)
                 (input [WIDTH-1:0]  a,
                  output        eq);
  assign #1 eq = (a != 0);
endmodule
module gtzerocmp #(parameter WIDTH = 32)
                 (input [WIDTH-1:0] a,
                  output       eq);
  assign #1 eq = ~a[WIDTH-1] & (a[WIDTH-2:0] !== 0);
endmodule
module ltzerocmp #(parameter WIDTH = 32)
                 (input [WIDTH-1:0] a,
                  output       eq);
  assign #1 eq = a[WIDTH-1];
endmodule
module sl2(input  [31:0] a,
           output [31:0] y);
  assign #1 y = {a[29:0], 2'b00};
endmodule
module signext #(parameter INPUT = 16, OUTPUT = 32)
               (input  [INPUT-1:0] a,
               input  enable,
               output [OUTPUT-1:0] y);
  wire extension;
  assign #1 extension = (enable ? a[INPUT-1] : 0);
  assign #1 y = {{OUTPUT-INPUT{extension}}, a};
endmodule
module floprc #(parameter WIDTH = 8)
              (input                  ph1, ph2, reset, clear,
               input      [WIDTH-1:0] d, 
               output reg [WIDTH-1:0] q);
  reg [WIDTH-1:0] master;
  always @(ph2, reset, d, clear)
    if (ph2) #1 master <= reset ? 0 : (clear ? 0 : d);
  always @(ph1, master)
    if (ph1) #1 q <= master;
endmodule
module flopenrc #(parameter WIDTH = 32)
                 (input                  ph1, ph2, reset,
                  input                  en, clear,
                  input      [WIDTH-1:0] d, 
                  output reg [WIDTH-1:0] q);
  reg [WIDTH-1:0] master;
  always @(ph2, reset, en, d, q, clear)
    if (ph2) #1 master <= reset ? 0 : (clear ? 0 : (en ? d : q));
  always @(ph1, master)
    if (ph1) #1 q <= master;
endmodule
module flopenr #(parameter WIDTH = 32)
                (input                  ph1, ph2, reset,
                 input                  en,
                 input      [WIDTH-1:0] d, 
                 output reg [WIDTH-1:0] q);
  reg [WIDTH-1:0] master;
  always @(ph2, reset, en, d, q)
    if (ph2) #1 master <= reset ? 0 : (en ? d : q);
  always @(ph1, master)
    if (ph1) #1 q <= master;
endmodule
module flopen #(parameter WIDTH = 32)
               (input                  ph1,ph2,
                input                  en,
                input      [WIDTH-1:0] d, 
                output reg [WIDTH-1:0] q);
  reg [WIDTH-1:0] master;
  always @(ph2, en, d, q)
    if (ph2) #1 master <= en ? d : q;
  always @(ph1, master)
    if (ph1) #1 q <= master;
endmodule
module flopr #(parameter WIDTH = 32)
              (input                  ph1, ph2, reset,
               input      [WIDTH-1:0] d, 
               output reg [WIDTH-1:0] q);
  reg [WIDTH-1:0] master;
  always @(ph2, reset, d)
    if (ph2) #1 master <= reset ? 0 : d;
  always @(ph1, master)
    if (ph1) #1 q <= master;
endmodule
module mux2 #(parameter WIDTH = 32)
             (input  [WIDTH-1:0] d0, d1, 
              input              s, 
              output [WIDTH-1:0] y);
  assign #1 y = s ? d1 : d0; 
endmodule
module mux3 #(parameter WIDTH = 32)
             (input  [WIDTH-1:0] d0, d1, d2,
              input  [1:0]       s, 
              output [WIDTH-1:0] y);
  assign #1 y = s[1] ? d2 : (s[0] ? d1 : d0); 
endmodule
module mux4 #(parameter WIDTH = 32)
             (input  [WIDTH-1:0] d0, d1, d2, d3,
              input  [1:0]       s, 
              output [WIDTH-1:0] y);
  assign #1 y = s[1] ? (s[0] ? d3 : d2)
                     : (s[0] ? d1 : d0); 
endmodule
module mux5 #(parameter WIDTH = 32)
             (input  [WIDTH-1:0] d0, d1, d2, d3, d4,
             input   [2:0]  s,
                output  [WIDTH-1:0] y);
  assign #1 y = s[2] ? (s[0] ? d4 : d3)
                     : (s[1] ? d2 : (s[0] ? d1 : d0));
endmodule
module dec2 (input  [1:0] x,
             output [3:0] y);
  assign #1 y = (x[0] ? (x[1] ? 4'b1000 : 4'b0010)
                      : (x[1] ? 4'b0100 : 4'b0001));
endmodule
module dec1 (input        x,
             output [1:0] y);
  assign #1 y = (x ? 2'b01 : 2'b10);
  endmodule
module and2 #(parameter WIDTH = 32)
             (input  [WIDTH-1:0] a, b,
              output [WIDTH-1:0] y);
  assign #1 y = a & b;
endmodule
module xor2 #(parameter WIDTH = 32)
             (input  [WIDTH-1:0] a, b,
              output [WIDTH-1:0] y);
  assign #1 y = a ^ b;
endmodule
module inc #(parameter WIDTH = 32)
            (input  [WIDTH-1:0] a,
             output [WIDTH-1:0] y,
             output             cout);
  assign #1 {cout, y} = a + 1'b1;
endmodule
module zerodetect #(parameter WIDTH = 32)
             (input  [WIDTH-1:0] a,
              output             y);
  assign #1 y = ~|a;
endmodule
module prienc_8 (input       [7:0]  a,
                  output reg [2:0]  y);
   always @ ( * )
    casex(a)
      8'b1xxxxxxx : y <= 3'b000;
      8'b01xxxxxx : y <= 3'b001;
      8'b001xxxxx : y <= 3'b010;
      8'b0001xxxx : y <= 3'b011;
      8'b00001xxx : y <= 3'b100;
      8'b000001xx : y <= 3'b101;
      8'b0000001x : y <= 3'b110;
      8'b00000001 : y <= 3'b111;
      default    : y <= 3'bxxx;
    endcase
endmodule
module tribuf #(parameter WIDTH = 32)
               (input en,
                input [WIDTH-1:0] a,
                output [WIDTH-1:0] y);
    wire [WIDTH-1:0] highz;
    assign highz = {WIDTH{1'bz}};
    assign #1 y = en ? a : highz;        
endmodule
module cmux2 #(parameter WIDTH = 32)
             (input  [WIDTH-1:0] d0, d1, 
              input              s,
              output [WIDTH-1:0] y1,
              output [WIDTH-1:0] y2);
  assign #1 y1 = s ? d1 : d0;
  assign #1 y2 = s ? d0 : d1;
endmodule
$ cat /design/flow/run.sh
#!/bin/bash
# OpenROAD 26Q1-2900-gdf79404cd8, Yosys 0.63+post, stock flow scripts
make -C /OpenROAD-flow-scripts/flow DESIGN_CONFIG=/design/flow/config.mk WORK_HOME=/design/flow/orfs finish
==> run notes <==
Main metrics from the flow reports.

The floorplan has 22 rows. The number of sequential cells came out at 0. Derived from the worst setup path, the maximum achievable clock frequency is 445 MHz. The final clock period utilization by the worst path is 93.7%. The final antenna diode count is 0.

The worst hold-check slack came out at about 1.8 ns. Between the synthesized netlist and the finished layout, the area growth was recorded as 209%. As logged by OpenROAD, the buffers inserted on ports number about 65.

The post-layout worst setup margin is 0.151 ns. Setup repair after global routing left no endpoint under its margin. For this run, design rule violations remaining after detail routing come to 0.

Per Yosys stat, the portion of area used by sequential elements is 0%. The run finished with clean final reports. Pins over their slew limit in the final report were tallied at 0.

The via density per instance is about 3.5. The shortest period the worst path allows is 2.25 ns. The worst setup path is captured at a primary output.

The pre-CTS setup check shows a worst slack of -0.375 ns. The logic area is 359 sq um. The routability-driven placement congestion ratio is a little under 0.9. The detailed router's first-iteration violation count came out at 2. The tally of OpenROAD warnings is 32.

The type recorded for the worst min-delay path is primary input to primary output. 65 I/O pins were placed. The wire length after detailed routing is 1800 um. The total design power is ~160 uW. The proportion of layout cells with a drive suffix above 1 is 3.67%.

The share of the core filled by cells before placement came out at 9.54%. Summed over all cells, the static leakage comes to between 0.4 and 0.5 nW. In this run the worst path has a maximum fanout of 1.

The number of endpoints failing setup at the final stage is 0. The number of different library cells used by synthesis comes to 4. The largest net degree at the start of global routing is 2. The final instance area is 0.00107 sq mm. The post-placement cell area is 0.00107 sq mm. The number of cells in the yosys synthesis report came out at between 40 and 50. The warning count from the yosys run came out at 1. Summing all flip-flop and latch instances after layout gives 0 sq um. The script computed a power per unit cell area of about 150 mW/mm^2. Per the placement report, the placed cell count is roughly 160. The total routing usage reported by global routing came out at 5.31%. The setup path with the least slack is of type primary input to primary output. The first global-routing pass estimated 2820 um of wire.

In this run the standard cell core region covers 0.00363 sq mm. The total cell area reported by yosys after synthesis is between 300 and 400 sq um. The finished layout holds roughly 160 standard cells, fillers aside.

The number of global-route vias before repair came out at 625. Dividing the detail-routed wire length by the instance count gives 11.5 um. The reported max-cap violation count is 0. The chip footprint came out at 0.00656 sq mm. According to the timing report, the data required time at the worst endpoint equals 1.92 ns. The worst ir drop on vdd came out at 0.0000446 V. STA classifies the critical path startpoint as a primary input. The total number of vias came out at 545. The hold buffer count at CTS is 0.

The average cell area after synthesis is about 8.1 sq um. The final layout report lists a filler cell count of 395. According to the floorplan report, the die height is 81 um. The relative slew slack came out at ~80%.

The pin slew with the least headroom to its limit came out at 0.277 ns. The tally of clock buffers in the finished layout came out at 0. The signal arrival time at the worst endpoint is between 1.5 and 2 ns. The die boundary width came out at about 81 um. The number of nets with antenna violations after routing is 0. The number of hold-slack violations in the final timing report came out at 0. The synthesized cell area came out at 347 sq um. The initial antenna violation count came to 0. The total congestion overflow after global routing is 0. The first-pass iteration count of the detailed router came out at 2. The number of cells produced by synthesis is 43.

Note, the detailed placer reported a final HPWL of 1780 um.
==> worst paths after layout <==
path | start | endpoint | slack [ns] | cells past startpoint
min | a[20] | eq | 1.76 | 6
max | b[28] | eq | 0.15 | 7
==> synth_stat cells, drive strengths merged <==
library cell	count	area, sq um
nor2	1	3.75
nand4	2	12.5
nor4	8	50.1
xor2	32	280
==> power breakdown <==
part           total (mW)  internal, mW  switching [mW]
registers               0             0               0
logic               0.159         0.117          0.0420
clock network           0             0               0
total               0.159         0.117          0.0420
==> worst max-delay path, stage by stage <==
cell and delay, ns:
sky130_fd_sc_hd__clkdlybuf4s50_1 0.42, sky130_fd_sc_hd__xor2_1 0.16, sky130_fd_sc_hd__nor4_1 0.28, sky130_fd_sc_hd__buf_4 0.15
sky130_fd_sc_hd__nand4_1 0.07, sky130_fd_sc_hd__nor2_1 0.10, sky130_fd_sc_hd__clkbuf_2 0.10
==> placed cells by master (no fill, tap or decap) <==
| cell type | instances |
|---|---|
| sky130_fd_sc_hd__clkdlybuf4s50_1 | 64 |
| sky130_fd_sc_hd__nor4_1 | 6 |
| sky130_fd_sc_hd__xor2_1 | 32 |
| sky130_fd_sc_hd__buf_4 | 1 |
| sky130_fd_sc_hd__nor2_1 | 1 |
| sky130_fd_sc_hd__clkbuf_2 | 1 |
| sky130_fd_sc_hd__nor4_2 | 2 |
| sky130_fd_sc_hd__nand4_1 | 2 |
==> routing by layer <==
metal | vias up | GRT usage, % | routed length [um]
li1 | 281 | - | -
met1 | 227 | 6.02 | 618
met2 | 35 | 8.76 | 894
met3 | 2 | 3.01 | 264
met4 | 0 | 0.692 | 21
met5 | - | 0 | 0
==> stage by stage <==
stage / util (%) / TNS (ns)
2_1_floorplan: - / 0
3_3_place_gp: 29.5 / -0.356
3_5_place_dp: 29.5 / -0.375
4_1_cts: 29.6 / 0
5_1_grt: 29.5 / 0
6_report: 29.5 / 0
==> what timing repair did <==
| action | 4_1_cts | 5_1_grt |
|---|---|---|
| pin swaps | 3 | 2 |
| buffers inserted | 0 | 0 |
| setup endpoints to repair | 1 | 1 |
| gates resized | 3 | 2 |
==> cell type report <==
type / instances / share of cell area, %
repair buffers: 66 / 60.9
multi-input cells: 43 / 33.5
well taps: 48 / 5.60
==> kinds of logic after synthesis <==
group                     count (synthesis)  synth area share, %
and+or+nand+nor                          11                 19.1
xor gates and xnor gates                 32                 80.9
No activity file was given, so power comes from the tool's default toggle rates.
